==> /design/flow/constraint.sdc <==
current_design L2_cache

set clk_period 60.6
set clk_io_pct 0.2

create_clock -name clk0 -period $clk_period [get_ports {clk}]

set non_clock_inputs [all_inputs -no_clocks]
set_input_delay [expr $clk_period * $clk_io_pct] -clock clk0 $non_clock_inputs
set_output_delay [expr $clk_period * $clk_io_pct] -clock clk0 [all_outputs]
==> /design/flow/run.sh <==
#!/bin/bash
# OpenROAD 26Q1-2900-gdf79404cd8, Yosys 0.63+post, stock flow scripts
make -C /OpenROAD-flow-scripts/flow DESIGN_CONFIG=/design/flow/config.mk WORK_HOME=/design/flow/orfs finish
==> /design/flow/config.mk <==
export PLATFORM = sky130hd
export DESIGN_NAME = L2_cache
export DESIGN_NICKNAME = L2_cache
export VERILOG_FILES = /design/flow/design.v
export SDC_FILE = /design/flow/constraint.sdc
export NUM_CORES = 4
export LEC_CHECK = 1
export CORE_UTILIZATION = 40
export SYNTH_MEMORY_MAX_BITS = 65536
==> /design/flow/design.v <==
package pcmux;
typedef enum bit [1:0] {
    pc_plus4  = 2'b00
    ,alu_out  = 2'b01
    ,ex_mem_pc_plus4 = 2'b10
	 ,fetch_offset = 2'b11
} pcmux_sel_t;
endpackage
package marmux;
typedef enum bit {
    pc_out = 1'b0
    ,alu_out = 1'b1
} marmux_sel_t;
endpackage
package cmpmux;
typedef enum bit [3:0] {
    rs2_out = 4'b0000
    ,i_imm = 4'b0001
	 ,ex_mem_u_imm_2 = 4'b0010
	 ,ex_mem_br_en_2 = 4'b0011
	 ,ex_mem_pc_plus_4_2 = 4'b0100
	 ,ex_mem_alu_out_2 = 4'b0101
	 ,mem_wb_u_imm_2 = 4'b0110
	 ,mem_wb_br_en_2 = 4'b0111
	 ,mem_wb_pc_plus_4_2 = 4'b1000
	 ,mem_wb_alu_out_2 = 4'b1001
	 ,mem_wb_read_data_2 = 4'b1010 
} cmpmux2_sel_t;
typedef enum bit [3:0] {
    rs1_out = 4'b0001
	 ,ex_mem_u_imm_1 = 4'b0010
	 ,ex_mem_br_en_1 = 4'b0011
	 ,ex_mem_pc_plus_4_1 = 4'b0100
	 ,ex_mem_alu_out_1 = 4'b0101
	 ,mem_wb_u_imm_1 = 4'b0110
	 ,mem_wb_br_en_1 = 4'b0111
	 ,mem_wb_pc_plus_4_1 = 4'b1000
	 ,mem_wb_alu_out_1 = 4'b1001
	 ,mem_wb_read_data_1 = 4'b1010 
} cmpmux1_sel_t;
endpackage
package alumux;
typedef enum bit [3:0]{
    rs1_out = 4'b0000
    ,pc_out = 4'b0001
	 ,ex_mem_u_imm_1 = 4'b0010
	 ,ex_mem_br_en_1 = 4'b0011
	 ,ex_mem_pc_plus_4_1 = 4'b0100
	 ,ex_mem_alu_out_1 = 4'b0101
	 ,mem_wb_u_imm_1 = 4'b0110
	 ,mem_wb_br_en_1 = 4'b0111
	 ,mem_wb_pc_plus_4_1 = 4'b1000
	 ,mem_wb_alu_out_1 = 4'b1001
	 ,mem_wb_read_data_1 = 4'b1010 
} alumux1_sel_t;
typedef enum bit [3:0] {
    i_imm    = 4'b0000
    ,u_imm   = 4'b0001
    ,b_imm   = 4'b0010
    ,s_imm   = 4'b0011
    ,j_imm   = 4'b0100
    ,rs2_out = 4'b0101
	 ,ex_mem_u_imm_2 = 4'b0110
	 ,ex_mem_br_en_2 = 4'b0111
	 ,ex_mem_pc_plus_4_2 = 4'b1000
	 ,ex_mem_alu_out_2 = 4'b1001
	 ,mem_wb_u_imm_2 = 4'b1010
	 ,mem_wb_br_en_2 = 4'b1011
	 ,mem_wb_pc_plus_4_2 = 4'b1100
	 ,mem_wb_alu_out_2 = 4'b1101
	 ,mem_wb_read_data_2 = 4'b1110 
} alumux2_sel_t;
endpackage
package regfilemux;
typedef enum bit [3:0] {
    alu_out   = 4'b0000
    ,br_en    = 4'b0001
    ,u_imm    = 4'b0010
    ,lw       = 4'b0011
    ,pc_plus4 = 4'b0100
    ,lb        = 4'b0101
    ,lbu       = 4'b0110   
    ,lh        = 4'b0111
    ,lhu       = 4'b1000   
} regfilemux_sel_t;
endpackage
package decodemux;
typedef enum bit [2:0] {
	mem_wb_u_imm = 3'b000
	,mem_wb_br_en = 3'b001
	,mem_wb_pc_plus_4 = 3'b010
	,mem_wb_alu_out = 3'b011
	,mem_wb_read_data = 3'b100
	,register_data = 3'b101
} decodemux_sel_t;
endpackage
package memmux;
typedef enum bit [2:0] {
	mem_wb_u_imm_2 = 3'b000
	,mem_wb_br_en_2 = 3'b001
	,mem_wb_pc_plus_4_2 = 3'b010
	,mem_wb_alu_out_2 = 3'b011
	,mem_wb_read_data_2 = 3'b100
	,ex_mem_rs2_data = 3'b101
}memmux2_sel_t;
typedef enum bit [3:0] {
	mem_wb_u_imm_1 = 4'b0000
	,mem_wb_br_en_1 = 4'b0001
	,mem_wb_pc_plus_4_1 = 4'b0010
	,mem_wb_alu_out_1 = 4'b0011
	,mem_wb_read_data_1 = 4'b0100
	,id_ex_rs2_data = 4'b0101
	,ex_mem_u_imm_1 = 4'b0110
	,ex_mem_br_en_1 = 4'b0111
	,ex_mem_pc_plus_4_1 = 4'b1000
	,ex_mem_alu_out_1 = 4'b1001
}memmux1_sel_t;
endpackage
interface rvfi_itf(input clk, input rst);
    logic halt;
    logic commit;
    logic [63:0] order;
    logic [31:0] inst;
    logic trap;
    logic [4:0] rs1_addr;
    logic [4:0] rs2_addr;
    logic [31:0] rs1_rdata;
    logic [31:0] rs2_rdata;
    logic load_regfile;
    logic [4:0] rd_addr;
    logic [31:0] rd_wdata;
    logic [31:0] pc_rdata;
    logic [31:0] pc_wdata;
    logic [31:0] mem_addr;
    logic [3:0] mem_rmask;
    logic [3:0] mem_wmask;
    logic [31:0] mem_rdata;
    logic [31:0] mem_wdata;
    logic [15:0] errcode;
endinterface
module L2_array #(
    parameter s_index = 3,
    parameter width = 1
)
(
    clk,
    rst,
    read,
    load,
    rindex,
    windex,
    datain,
    dataout
);
localparam num_sets = 2**s_index;
input clk;
input rst;
input read;
input load;
input [s_index-1:0] rindex;
input [s_index-1:0] windex;
input [width-1:0] datain;
output logic [width-1:0] dataout;
logic [width-1:0] data [num_sets-1:0]  ;
logic [width-1:0] _dataout;
assign dataout = _dataout;
always_ff @(posedge clk)
begin
    if (rst) begin
        for (int i = 0; i < num_sets; ++i)
            data[i] <= '0;
    end
    else begin
        if (read)
            _dataout <= (load  & (rindex == windex)) ? datain : data[rindex];
        if(load)
            data[windex] <= datain;
    end
end
endmodule : L2_array
module L2_cache(
	 input clk,
    input rst, 
	 input logic mem_read,
	 input logic mem_write,
	 input logic [31:0] mem_address,
	 input logic [31:0] mem_address2,
	 input logic [255:0] mem_wdata,
	 output logic [255:0] mem_rdata,
	 output logic mem_resp,
	 input logic [255:0] pmem_rdata256,
	 output logic [255:0] pmem_wdata,
	 output logic [31:0] address,
	 output logic pmem_read,
	 output logic pmem_write,
	 input logic pmem_resp_cache
);
	 logic [255:0] mem_wdata256, mem_rdata256;  
    logic [255:0] data_out;
	 logic resp_o, read_i, write_i;
    logic tag_read, valid_read, dirty_read, lru_read, tag_load, valid_load, 
			 dirty_load, dirty, hit, data_read, data_sel, addr_sel,
          dirty_out, lru_load, data_load;
	 assign pmem_wdata = data_out;
	 assign mem_rdata = data_out;
L2_cache_control control(
	.clk(clk),
	.rst(rst),
	.mem_read(mem_read),
	.mem_write(mem_write),
	.pmem_resp(pmem_resp_cache),
	.pmem_write(pmem_write),
	.pmem_read(pmem_read),
	.mem_resp(mem_resp),
	.hit(hit),
	.dirty(dirty),
	.dirty_out(dirty_out),
	.addr_sel(addr_sel),
	.data_sel(data_sel),
	.tag_read(tag_read),
	.tag_load(tag_load),
	.valid_read(valid_read),
	.valid_load(valid_load),
	.dirty_read(dirty_read),
	.dirty_load(dirty_load),
	.lru_read(lru_read),
	.lru_load(lru_load),
	.data_read(data_read),
	.data_load(data_load)
);
L2_cache_datapath datapath(
	.clk(clk),
	.rst(rst),
	.mem_address(mem_address),
	.mem_address2(mem_address2),
	.mem_wdata256(mem_wdata),
	.pmem_rdata(pmem_rdata256),
	.data_out(data_out),
	.address(address),
	.data_read(data_read),
	.data_load(data_load),
	.dirty_read(dirty_read),
	.dirty_load(dirty_load),
	.dirty_in(dirty_out),
	.lru_read(lru_read),
	.lru_load(lru_load),
	.tag_read(tag_read),
	.tag_load(tag_load),
	.valid_read(valid_read),
	.valid_load(valid_load),
	.addr_sel(addr_sel),
	.data_sel(data_sel),
	.hit(hit),
	.dirty(dirty)
);
endmodule: L2_cache
module L2_cache_control
(
	input clk,
	input rst,
	input mem_read,
	input mem_write,
	input hit,
	input dirty,
	output logic dirty_out,
	input pmem_resp,
	output logic addr_sel,
	output logic data_sel,
	output logic pmem_write,
	output logic pmem_read,
	output logic mem_resp,
	output logic tag_read,
	output logic tag_load,
	output logic valid_read,
	output logic valid_load,
	output logic dirty_read,
	output logic dirty_load,
	output logic lru_read,
	output logic lru_load,
	output logic data_read,
	output logic data_load
);
function void set_cache_defaults();
	mem_resp = 1'b0;
	data_read = 1'b1;
	lru_read = 1'b1;
	tag_read = 1'b1;
	dirty_read = 1'b1;
	valid_read = 1'b1;
	data_load = 1'b0;
	valid_load = 1'b0;
	dirty_load = 1'b0;
	lru_load = 1'b0;
	tag_load = 1'b0;
	addr_sel = 1'b0;
	data_sel = 1'b0;
	pmem_read = 1'b0;
	pmem_write = 1'b0;
	dirty_out = 1'b0;
endfunction
enum int unsigned {
	idle2, read, miss1, miss2
} state, next_state;
always_comb begin: next_state_logic
	next_state = state;
	case(state)
		idle2: if(mem_read|| mem_write) next_state = read;
		read: begin
			if (hit) next_state = idle2;
			else next_state = miss1;
		end
		miss1: begin
			if(~dirty || pmem_resp) next_state = miss2;
		end
		miss2: if(pmem_resp) next_state = idle2;
		default: ;
	endcase
end
always_comb begin: state_actions
	set_cache_defaults();
	case(state)
		idle2:;
		read: begin
			if(hit) begin
				mem_resp = 1'b1;
				lru_load = 1'b1;
				if(mem_write) begin
					dirty_out = 1'b1;
					dirty_load = 1'b1;
					data_load = 1'b1;
				end
			end
		end
		miss1: begin
			if(dirty) begin
			pmem_write = 1'b1;
			addr_sel = 1'b1;
			end
		end
		miss2: begin
			pmem_read = 1'b1;
			tag_load = 1'b1;
			dirty_load = 1'b1;
			valid_load = 1'b1;
			data_sel = 1'b1;
			data_load = 1'b1;
		end
		default: ;
	endcase
end
always_ff @(posedge clk)
begin: next_state_assignment
    if(rst) state <= idle2;
	 else state <= next_state;
end
endmodule: L2_cache_control
module L2_cache_datapath #(
	parameter s_offset = 5,
    parameter s_index  = 4,
    parameter s_tag    = 32 - s_offset - s_index,
    parameter s_mask   = 2**s_offset,
    parameter s_line   = 8*s_mask,
    parameter num_sets = 2**s_index
)
(
	 input clk,
    input rst, 
    input logic [31:0] mem_address,
	 input logic [31:0] mem_address2,
    input logic [255:0] mem_wdata256,
    input logic [255:0] pmem_rdata,
    output logic [255:0] data_out,
	 output logic [31:0] address,
    input logic tag_read,
	 input logic valid_read,
	 input logic dirty_read,
	 input logic data_read,
	 input logic lru_read,
	 input logic tag_load,
	 input logic valid_load,
	 input logic dirty_load,
	 input logic data_load,
	 input logic lru_load,
	 input logic dirty_in,
	 input logic addr_sel,
	 input logic data_sel,
	 output logic hit,
	 output logic dirty
);
	logic way, hit0, hit1, tag0_load, tag1_load, valid0_load, valid1_load, valid0_out, valid1_out, lru_out,dirty0_load, dirty1_load, dirty0_out, dirty1_out;
	logic [22:0] tag0_out, tag1_out, tag;
	logic [31:0] data0_write, data1_write, mem_byte_enable256;
	logic [255:0] data0_out, data1_out, data_in;
	logic [22:0] mem_tag; 
	logic [3:0] index, index2;
	assign index = mem_address[8:5];
	assign index2 = mem_address2[8:5];
	assign mem_tag = mem_address2[31:9];
	assign mem_byte_enable256 = {32{1'b1}};
	L2_array #(.s_index(s_index), .width(23)) tag0array(
		 .clk     (clk),
		 .rst     (rst),
		 .read    (tag_read),
		 .load    (tag0_load),
		 .rindex  (index),
		 .windex  (index2),
		 .datain  (mem_tag),
		 .dataout (tag0_out)
	);
	L2_array #(.s_index(s_index), .width(23)) tag1array(
		 .clk     (clk),
		 .rst     (rst),
		 .read    (tag_read),
		 .load    (tag1_load),
		 .rindex  (index),
		 .windex  (index2),
		 .datain  (mem_tag),
		 .dataout (tag1_out)
	);
	L2_array #(.s_index(s_index)) valid0array(
		 .clk     (clk),
		 .rst     (rst),
		 .read    (valid_read),
		 .load    (valid0_load),
		 .rindex  (index),
		 .windex  (index2),
		 .datain  (1'b1),
		 .dataout (valid0_out)
	);
	L2_array #(.s_index(s_index)) valid1array(
		 .clk     (clk),
		 .rst     (rst),
		 .read    (valid_read),
		 .load    (valid1_load),
		 .rindex  (index),
		 .windex  (index2),
		 .datain  (1'b1),
		 .dataout (valid1_out)
	);
	L2_array #(.s_index(s_index)) dirty0array(
		 .clk     (clk),
		 .rst     (rst),
		 .read    (dirty_read),
		 .load    (dirty0_load),
		 .rindex  (index),
		 .windex  (index2),
		 .datain  (dirty_in),
		 .dataout (dirty0_out)
	);
	L2_array #(.s_index(s_index)) dirty1array(
		 .clk     (clk),
		 .rst     (rst),
		 .read    (dirty_read),
		 .load    (dirty1_load),
		 .rindex  (index),
		 .windex  (index2),
		 .datain  (dirty_in),
		 .dataout (dirty1_out)
	);
	L2_array #(.s_index(s_index)) lruarray(
		 .clk     (clk),
		 .rst     (rst),
		 .read    (lru_read),
		 .load    (lru_load),
		 .rindex  (index),
		 .windex  (index2),
		 .datain  (~way),
		 .dataout (lru_out)
	);
	L2_data_array #(.s_index(s_index)) data1array(
		 .clk      (clk),
		 .rst      (rst),
		 .read     (data_read),
		 .write_en (data1_write),
		 .rindex   (index),
		 .windex   (index2),
		 .datain   (data_in),
		 .dataout  (data1_out)
	);
	L2_data_array #(.s_index(s_index)) data0array(
		 .clk      (clk),
		 .rst      (rst),
		 .read     (data_read),
		 .write_en (data0_write),
		 .rindex   (index),
		 .windex   (index2),
		 .datain   (data_in),
		 .dataout  (data0_out)
	);
	always_comb begin
		if(way) begin
			tag0_load = 1'b0;
			tag1_load = tag_load;
		end
		else begin
			tag0_load = tag_load;
			tag1_load = 1'b0;
		end
	end
	always_comb begin
		if(way) begin
			valid0_load = 1'b0;
			valid1_load = valid_load;
		end
		else begin
			valid0_load = valid_load;
			valid1_load = 1'b0;
		end
	end
	always_comb begin
		if(way) begin
			dirty0_load = 1'b0;
			dirty1_load = dirty_load;
			dirty = dirty1_out & valid1_out;
		end
		else begin
			dirty0_load = dirty_load;
			dirty1_load = 1'b0;
			dirty = dirty0_out & valid0_out;
		end
	end
	always_comb begin
		if((mem_tag == tag0_out) && valid0_out)	hit0 = 1'b1;
		else	hit0 = 1'b0;
		if((mem_tag == tag1_out) && valid1_out)	hit1 = 1'b1;
		else	hit1 = 1'b0;
		if(((mem_tag == tag0_out) && valid0_out) || ((mem_tag == tag1_out) && valid1_out))	hit = 1'b1; 
		else	hit = 1'b0;
	end
	always_comb begin
		data0_write = 32'b0;
		data1_write = 32'b0;
		if(way) begin
			data1_write = {32{data_load}};
		end
		else begin
			data0_write = {32{data_load}};
		end
	end
	cache_mux #(1) way_mux(
		.sel(hit),
		.a(lru_out),
		.b(hit1),
		.f(way)
	);
	cache_mux #(23) tag_mux(
		.sel(way),
		.a(tag0_out),
		.b(tag1_out),
		.f(tag)
	);
	cache_mux #(256) data_in_mux(
		.sel(data_sel),
		.a(mem_wdata256),
		.b(pmem_rdata),
		.f(data_in)
	);
	cache_mux #(256) data_out_mux(
		.sel(way),
		.a(data0_out),
		.b(data1_out),
		.f(data_out)
	);
	cache_mux #(32) address_mux(
		.sel(addr_sel),
		.a({mem_tag, index2, 5'b0}),
		.b({tag, index2, 5'b0}),
		.f(address)
	);
endmodule : L2_cache_datapath
module L2_data_array #(
    parameter s_offset = 5,
    parameter s_index = 3
)
(
    clk,
    rst,
    read,
    write_en,
    rindex,
    windex,
    datain,
    dataout
);
localparam s_mask   = 2**s_offset;
localparam s_line   = 8*s_mask;
localparam num_sets = 2**s_index;
input clk;
input rst;
input read;
input [s_mask-1:0] write_en;
input [s_index-1:0] rindex;
input [s_index-1:0] windex;
input [s_line-1:0] datain;
output logic [s_line-1:0] dataout;
logic [s_line-1:0] data [num_sets-1:0]  ;
logic [s_line-1:0] _dataout;
assign dataout = _dataout;
always_ff @(posedge clk)
begin
    if (rst) begin
        for (int i = 0; i < num_sets; ++i)
            data[i] <= '0;
    end
    else begin
        if (read)
            for (int i = 0; i < s_mask; i++)
                _dataout[8*i +: 8] <= (write_en[i] & (rindex == windex)) ?
                                      datain[8*i +: 8] : data[rindex][8*i +: 8];
        for (int i = 0; i < s_mask; i++)
        begin
            data[windex][8*i +: 8] <= write_en[i] ? datain[8*i +: 8] :
                                                    data[windex][8*i +: 8];
        end
    end
end
endmodule : L2_data_array
module cache_mux #(parameter width = 32)
(
	input sel,
	input [width-1:0] a, b,
	output logic [width-1:0] f
);
	assign  f = (sel) ? b : a;
endmodule : cache_mux
==> writeup.txt <==
1,128 I/O pins were placed. The OpenROAD report gives the critical path a required time of 48,480 ps. For the number of global-route vias before repair, the log shows 257,900. The classification of the worst-slack hold path is flip-flop to flip-flop.

The placement summary gives the final routability congestion estimate as 0.8579. The worst path in the final design needs a cycle of 30,270 ps, including I/O delays and setup. Clock skew on the completed layout was measured at 155.9 ps. The report counts max-capacitance violations totalling 0. The critical path capture point type was an output port. Cell type with the highest occurrence count on the critical path: sky130_fd_sc_hd__buf_4. The tools report the static leakage as 176.1 nW.

For the cell count in the Yosys report, the log shows 26,780. From left edge to right edge, the die measures 1021 um. Summing every instance area after synthesis gives 0.4154 sq mm. Per STA, the worst path is made up of clkdlybuf4s50_1 -> buf_4 -> xnor2_1 -> nand4_1 -> or4_1 -> or2_4 -> a21oi_4 -> buf_4 -> buf_4 -> buf_4 -> buf_4 -> nand2_1 -> nand2_1 -> clkdlybuf4s50_1. The number of warning messages in the logs came out at 59. Slew at the pin closest to its max-slew limit: 1186 ps. For the residual antenna-violating net count after detailed routing, the log shows 0.

The warning tally printed by Yosys for this design is 5. The proportion of synthesized flip-flops having asynchronous set or reset was 0%; the gate count of the mapped netlist was 26,780. The logs give 1,330,000 um for the total detailed-routing wirelength and 237,500 for the total vias in the final route. Initial antenna violation count: 49. In the final routed layout, each cell accounts on average for 31.80 um.

The chip height was 1021 um. The peak fanout along the critical path was 43. Entering global routing, the biggest net connects 94 pins.

The logs give 1,870,000 um for the global-route wire length before repair and 1,060 for the total CTS buffers. For the number of buffers inserted by hold repair at cts, the log shows 0. The library cell contributing the largest single delay on the critical path was sky130_fd_sc_hd__buf_4. With the starting utilization of the core area at 40.09%, the maximum buffer depth of the clock tree is 5. The tools report the worst slew slack as a fraction of its limit as 18.68%.

Most used flip-flop cell: sky130_fd_sc_hd__edfxtp_1. Summed over all routing layers, the global router reports a total usage of 27.95%. Setup repair after global routing left no endpoint under its margin. The run gives 0 as the total grt overflow. Row count: 374.

For this block, the initial DRC count from the detailed router was 16,340. With the share of final-layout standard cells stronger than drive strength 1 at 21.03%, the number of distinct library cell variants in the gate-level netlist after synthesis is 52. With the number of DRC violations after detailed routing at 0, the sink count of the clock tree is 9,575. Max-slew check failures listed in the final report amount to 0.

Gates resized during post-CTS repair numbered 0. In the final report, the number of hold violations comes to 0. The clock-pin slew on the worst setup and hold paths works out to 60 ps. With the setup TNS at 0 ps, the first-pass detailed-route iteration total is 30.

The yosys stat chip area came out at 0.4154 sq mm. CTS placed an instance of sky130_fd_sc_hd__clkbuf_16 at the clock tree root. The arrival time at the worst endpoint is 18,150 ps. Looking at the post-CTS report, the setup buffer insertion count equals 0. The die covers 1.042 sq mm.

Detailed placement finished with a half-perimeter wire length of 764,600 um. The flow ran to the end, and the final reports show no timing, DRC or antenna violations. The run gives 69.14% as the register share after synthesis. IR analysis of the VDD net gives a maximum drop of 0.02694 mV. For the total power draw, the log shows 15.14 mW.

Counting flops and latches in the post-synthesis netlist gives 9,575. Critical path class: input pin to output port. The peak per-stage delay on the critical path was 800 ps; the area of the core was 1.036 sq mm.

Kind of start point of the critical path: an input pin. The number of failing setup endpoints in the final timing report was 0; the clock insertion delay at the later pin of the skew report was 1180 ps. Dividing the detail-routed via count by the number of cells gives 5.677. Looking at the clock tree report, the H-tree level count equals 7.

Derived from the worst setup path, the maximum achievable clock frequency is 33.03 MHz. The run gives 9,539 for the count of flip-flops with a built-in enable after synthesis. TritonCTS built the clock tree. With the synthesized area per cell at 15.51 sq um, the power per standard cell area is 31.72 mW/mm^2. The run gives 85,710 as the total of fill cells in the finished design. Final cycle utilization of the critical path: 49.96%. The total of buffers placed on input and output ports is 1,089, and the layout overhead on the synthesized area is 14.88%.
## area by class of cell
| cell class | instances | area, sq um | area share, % |
|---|---|---|---|
| Antenna cell | 45 | 112.6 | 0.02360 |
| Sequential cell | 9575 | 287200 | 60.18 |
| Multi-Input combinational cell | 13800 | 116700 | 24.45 |
| Timing Repair Buffer | 2312 | 20800 | 4.360 |
| Clock buffer | 1316 | 27930 | 5.853 |
| Clock inverter | 542 | 5359 | 1.123 |
| Inverter | 517 | 1948 | 0.4083 |
| Tap cell | 13720 | 17170 | 3.599 |
## metal layers
layer	vias to the layer above	part of all wire, %	GRT usage [%]
li1	98550	-	-
met1	116700	29	29.80
met2	19290	46	40.03
met3	2861	20	24.78
met4	84	4.5	9.564
met5	-	0.21	2.676
## layout by cell type, fill, tap and decap left out, types with 10 or more instances in the layout
cell and instances:
sky130_fd_sc_hd__edfxtp_1 9539, sky130_fd_sc_hd__nor2_1 8255, sky130_fd_sc_hd__mux4_2 2813, sky130_fd_sc_hd__buf_4 1170, sky130_fd_sc_hd__clkdlybuf4s50_1 1085, sky130_fd_sc_hd__clkbuf_16 1079, sky130_fd_sc_hd__nand2_1 824, sky130_fd_sc_hd__and2_1 738
sky130_fd_sc_hd__inv_1 516, sky130_fd_sc_hd__mux2i_1 515, sky130_fd_sc_hd__mux2i_4 234, sky130_fd_sc_hd__clkbuf_1 233, sky130_fd_sc_hd__clkinv_1 221, sky130_fd_sc_hd__clkinv_2 138, sky130_fd_sc_hd__bufinv_16 65, sky130_fd_sc_hd__mux2_2 58
sky130_fd_sc_hd__buf_12 53, sky130_fd_sc_hd__diode_2 45, sky130_fd_sc_hd__xor2_1 40, sky130_fd_sc_hd__mux2_1 37, sky130_fd_sc_hd__dfxtp_1 35, sky130_fd_sc_hd__nor3_2 33, sky130_fd_sc_hd__nand2_4 32, sky130_fd_sc_hd__or2_2 32
sky130_fd_sc_hd__a21o_1 32, sky130_fd_sc_hd__inv_6 29, sky130_fd_sc_hd__clkinv_8 26, sky130_fd_sc_hd__mux2i_2 23, sky130_fd_sc_hd__clkinv_16 23, sky130_fd_sc_hd__nor4_1 18, sky130_fd_sc_hd__clkinvlp_4 17, sky130_fd_sc_hd__nand3_4 16
sky130_fd_sc_hd__inv_16 16, sky130_fd_sc_hd__o211ai_4 14, sky130_fd_sc_hd__xnor2_1 10, sky130_fd_sc_hd__nand3_1 10
## state kept, by name (all words and copies together), names as in the netlist, 4 cells and up
name	count
datapath.tag1array._dataout	23
datapath.data1array.data	4096
datapath.data0array._dataout	256
datapath.dirty0array.data	16
datapath.lruarray.data	16
datapath.valid0array.data	16
datapath.tag0array._dataout	23
datapath.data0array.data	4096
datapath.dirty1array.data	16
datapath.valid1array.data	16
datapath.tag0array.data	368
control.state	4
datapath.tag1array.data	368
datapath.data1array._dataout	256
## worst paths after layout
kind              cells past startpoint                                      start                                             end  slack (ps)
setup / recovery                     14                           mem_address2[31]                                  mem_rdata[100]       30330
hold / removal                        1      datapath.valid1array.data[12]$_DFF_P_           datapath.valid1array.data[12]$_DFF_P_         450
setup reg to reg                     12  datapath.tag0array._dataout[18]$_DFFE_PN_  datapath.data0array.data[15][99]$_SDFFCE_PN0P_       53800
hold reg to reg                       1      datapath.valid1array.data[12]$_DFF_P_           datapath.valid1array.data[12]$_DFF_P_         450
## worst max-delay path, delay by kind of cell
family | cells | cell delay (ps)
and+or+nand+nor | 5 | 1140
xor gates and xnor gates | 1 | 210
buffers and inverters | 7 | 3760
AOI/OAI and AO/OA | 1 | 690
## power breakdown
group / total, mW / switching, mW / internal (mW)
combinational: 1.28 / 0.801 / 0.482
clock: 6.25 / 2.68 / 3.58
sequential: 7.60 / 0.0697 / 7.53
total: 15.1 / 3.55 / 11.6
## cell usage after synthesis (36+ instances only)
library cell | n | area share, %
sky130_fd_sc_hd__edfxtp_1 | 9539 | 69
sky130_fd_sc_hd__nor2_1 | 8256 | 7.5
sky130_fd_sc_hd__mux4_2 | 2813 | 15
sky130_fd_sc_hd__clkbuf_1 | 1564 | 1.4
sky130_fd_sc_hd__nand2_1 | 856 | 0.77
sky130_fd_sc_hd__mux2i_1 | 772 | 1.9
sky130_fd_sc_hd__and2_1 | 738 | 1.1
sky130_fd_sc_hd__buf_2 | 653 | 0.79
sky130_fd_sc_hd__inv_1 | 516 | 0.47
sky130_fd_sc_hd__buf_4 | 365 | 0.66
sky130_fd_sc_hd__buf_1 | 304 | 0.27
sky130_fd_sc_hd__mux2_2 | 58 | 0.16
sky130_fd_sc_hd__xor2_1 | 40 | 0.084
sky130_fd_sc_hd__mux2_1 | 37 | 0.10
sky130_fd_sc_hd__dfxtp_1 | 36 | 0.17
## logic make-up (layout without fill, tap and decap cells)
family          Yosys count  in the layout  synth area share (%)
mux                    3680           3680                 17.37
buf+inv                3418           4687                 3.642
other cells               1             50             0.0009028
xor+xnor                 50             50                0.1054
flops                  9575           9575                 69.14
compound gates           65             65                0.1621
simple gates           9995           9995                 9.584
## stage by stage
| step | utilization (%) | hold slack [ps] | cell area, sq um | setup WS, ps | std cells |
|---|---|---|---|---|---|
| floorplan | - | 425.2 | 415400 | 9278 | 26790 |
| global placement | 42.83 | 430.5 | 443800 | 30290 | 39920 |
| detailed placement | 42.83 | 436.9 | 443800 | 30370 | 39920 |
| CTS | 46.05 | 449.2 | 477000 | 30360 | 41780 |
| global route | 46.05 | 454.5 | 477100 | 30070 | 41810 |
| finish | 46.06 | 447.9 | 477200 | 30330 | 41830 |
No activity file was given, so power comes from the tool's default toggle rates.
