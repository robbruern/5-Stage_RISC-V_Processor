==> flow/design.v <==
package pcmux;
typedef enum bit [1:0] {
    pc_plus4  = 2'b00
    ,alu_out  = 2'b01
    ,ex_mem_pc_plus4 = 2'b10
	 ,fetch_offset = 2'b11
} pcmux_sel_t;
endpackage
package marmux;
typedef enum bit {
    pc_out = 1'b0
    ,alu_out = 1'b1
} marmux_sel_t;
endpackage
package cmpmux;
typedef enum bit [3:0] {
    rs2_out = 4'b0000
    ,i_imm = 4'b0001
	 ,ex_mem_u_imm_2 = 4'b0010
	 ,ex_mem_br_en_2 = 4'b0011
	 ,ex_mem_pc_plus_4_2 = 4'b0100
	 ,ex_mem_alu_out_2 = 4'b0101
	 ,mem_wb_u_imm_2 = 4'b0110
	 ,mem_wb_br_en_2 = 4'b0111
	 ,mem_wb_pc_plus_4_2 = 4'b1000
	 ,mem_wb_alu_out_2 = 4'b1001
	 ,mem_wb_read_data_2 = 4'b1010 
} cmpmux2_sel_t;
typedef enum bit [3:0] {
    rs1_out = 4'b0001
	 ,ex_mem_u_imm_1 = 4'b0010
	 ,ex_mem_br_en_1 = 4'b0011
	 ,ex_mem_pc_plus_4_1 = 4'b0100
	 ,ex_mem_alu_out_1 = 4'b0101
	 ,mem_wb_u_imm_1 = 4'b0110
	 ,mem_wb_br_en_1 = 4'b0111
	 ,mem_wb_pc_plus_4_1 = 4'b1000
	 ,mem_wb_alu_out_1 = 4'b1001
	 ,mem_wb_read_data_1 = 4'b1010 
} cmpmux1_sel_t;
endpackage
package alumux;
typedef enum bit [3:0]{
    rs1_out = 4'b0000
    ,pc_out = 4'b0001
	 ,ex_mem_u_imm_1 = 4'b0010
	 ,ex_mem_br_en_1 = 4'b0011
	 ,ex_mem_pc_plus_4_1 = 4'b0100
	 ,ex_mem_alu_out_1 = 4'b0101
	 ,mem_wb_u_imm_1 = 4'b0110
	 ,mem_wb_br_en_1 = 4'b0111
	 ,mem_wb_pc_plus_4_1 = 4'b1000
	 ,mem_wb_alu_out_1 = 4'b1001
	 ,mem_wb_read_data_1 = 4'b1010 
} alumux1_sel_t;
typedef enum bit [3:0] {
    i_imm    = 4'b0000
    ,u_imm   = 4'b0001
    ,b_imm   = 4'b0010
    ,s_imm   = 4'b0011
    ,j_imm   = 4'b0100
    ,rs2_out = 4'b0101
	 ,ex_mem_u_imm_2 = 4'b0110
	 ,ex_mem_br_en_2 = 4'b0111
	 ,ex_mem_pc_plus_4_2 = 4'b1000
	 ,ex_mem_alu_out_2 = 4'b1001
	 ,mem_wb_u_imm_2 = 4'b1010
	 ,mem_wb_br_en_2 = 4'b1011
	 ,mem_wb_pc_plus_4_2 = 4'b1100
	 ,mem_wb_alu_out_2 = 4'b1101
	 ,mem_wb_read_data_2 = 4'b1110 
} alumux2_sel_t;
endpackage
package regfilemux;
typedef enum bit [3:0] {
    alu_out   = 4'b0000
    ,br_en    = 4'b0001
    ,u_imm    = 4'b0010
    ,lw       = 4'b0011
    ,pc_plus4 = 4'b0100
    ,lb        = 4'b0101
    ,lbu       = 4'b0110   
    ,lh        = 4'b0111
    ,lhu       = 4'b1000   
} regfilemux_sel_t;
endpackage
package decodemux;
typedef enum bit [2:0] {
	mem_wb_u_imm = 3'b000
	,mem_wb_br_en = 3'b001
	,mem_wb_pc_plus_4 = 3'b010
	,mem_wb_alu_out = 3'b011
	,mem_wb_read_data = 3'b100
	,register_data = 3'b101
} decodemux_sel_t;
endpackage
package memmux;
typedef enum bit [2:0] {
	mem_wb_u_imm_2 = 3'b000
	,mem_wb_br_en_2 = 3'b001
	,mem_wb_pc_plus_4_2 = 3'b010
	,mem_wb_alu_out_2 = 3'b011
	,mem_wb_read_data_2 = 3'b100
	,ex_mem_rs2_data = 3'b101
}memmux2_sel_t;
typedef enum bit [3:0] {
	mem_wb_u_imm_1 = 4'b0000
	,mem_wb_br_en_1 = 4'b0001
	,mem_wb_pc_plus_4_1 = 4'b0010
	,mem_wb_alu_out_1 = 4'b0011
	,mem_wb_read_data_1 = 4'b0100
	,id_ex_rs2_data = 4'b0101
	,ex_mem_u_imm_1 = 4'b0110
	,ex_mem_br_en_1 = 4'b0111
	,ex_mem_pc_plus_4_1 = 4'b1000
	,ex_mem_alu_out_1 = 4'b1001
}memmux1_sel_t;
endpackage
interface rvfi_itf(input clk, input rst);
    logic halt;
    logic commit;
    logic [63:0] order;
    logic [31:0] inst;
    logic trap;
    logic [4:0] rs1_addr;
    logic [4:0] rs2_addr;
    logic [31:0] rs1_rdata;
    logic [31:0] rs2_rdata;
    logic load_regfile;
    logic [4:0] rd_addr;
    logic [31:0] rd_wdata;
    logic [31:0] pc_rdata;
    logic [31:0] pc_wdata;
    logic [31:0] mem_addr;
    logic [3:0] mem_rmask;
    logic [3:0] mem_wmask;
    logic [31:0] mem_rdata;
    logic [31:0] mem_wdata;
    logic [15:0] errcode;
endinterface
module global_predictor(
	input clk,
	input rst,
	input logic [9:0] idx,  
	input logic read,  
	output logic predicted_outcome,  
	output logic [9:0] predicted_outcome_idx,
	input logic [9:0] actual_outcome_idx,
	input logic actual_outcome,
	input logic write
	);
logic [9:0] global_shift_reg;
logic [9:0] global_shift_reg_out;
always_comb
	begin
		global_shift_reg_out = global_shift_reg;
	end
always_ff @(posedge clk)
	begin
		if(rst)
			global_shift_reg <= '0;
		else
			begin
			if(write)
				global_shift_reg <= {global_shift_reg[8:0], actual_outcome};
			else
				global_shift_reg <= global_shift_reg;
			end
	end
predictor_table predictor_table(
	.clk(clk),
	.rst(rst),
	.idx(idx ^ global_shift_reg_out),
	.read(read),
	.predicted_outcome(predicted_outcome),
	.actual_outcome(actual_outcome),
	.actual_outcome_idx(actual_outcome_idx),
	.write(write)
);
assign predicted_outcome_idx = idx ^ global_shift_reg_out;
	endmodule: global_predictor
module local_predictor(
	input clk,
	input rst,
	input logic [9:0] idx,  
	input logic read,  
	output logic predicted_outcome,  
	output logic [9:0] predicted_outcome_idx,
	input logic [9:0] actual_outcome_idx,
	input logic actual_outcome,
	input logic write
	);
predictor_table predictor_table(
	.clk(clk),
	.rst(rst),
	.idx(idx),
	.read(read),
	.predicted_outcome(predicted_outcome),
	.actual_outcome(actual_outcome),
	.actual_outcome_idx(actual_outcome_idx),
	.write(write)
);
assign predicted_outcome_idx = idx;
	endmodule: local_predictor
module meta_predictor_table(
	input clk,
	input rst,
	input logic [9:0] idx,  
	input logic read,  
	output logic predicted_outcome,
	input logic global_outcome,
	input logic local_outcome,
	input logic [9:0] actual_outcome_idx,
	input logic write
);
logic [1:0] ptable [1024];
logic [1:0] read_state;
logic [1:0] write_state;
always_comb 
	begin
	write_state = 2'b00;
	read_state = 2'b00;
	predicted_outcome = '0;
	if(read)
		begin
			read_state = ptable[idx];
			predicted_outcome = read_state[1];
		end
	if(write)
			write_state = ptable[actual_outcome_idx];
			if((write_state == 2'b11) && (global_outcome == 1'b1))
				write_state = 2'b11;
			else if((write_state == 2'b11) && (global_outcome == 1'b0) && (local_outcome == 1'b1))
				write_state = 2'b10;
			else if((write_state == 2'b10) && (global_outcome == 1'b1) && (local_outcome == 1'b0))
				write_state = 2'b11;
			else if((write_state == 2'b10) && (global_outcome == 1'b0) && (local_outcome == 1'b1))
				write_state = 2'b01;
			else if((write_state == 2'b01) && (global_outcome == 1'b1) && (local_outcome == 1'b0))
				write_state = 2'b10;
			else if((write_state == 2'b01) && (global_outcome == 1'b0) && (local_outcome == 1'b1))
				write_state = 2'b00;
			else if((write_state == 2'b00) && (global_outcome == 1'b1) && (local_outcome == 1'b0))
				write_state = 2'b01;
			else if((write_state == 2'b00) && (local_outcome == 1'b1))
				write_state = 2'b00;		
			end
always_ff @(posedge clk)
begin
	 if (rst)
    begin
        for (int i=0; i<1024; i=i+1) begin
            ptable[i] <= 2'b01;
        end
    end
	 else
		if(write)
			ptable[actual_outcome_idx] <= write_state;
end
endmodule: meta_predictor_table
module predictor_table(
	input clk,
	input rst,
	input logic [9:0] idx,  
	input logic read,  
	output logic predicted_outcome,
	input logic actual_outcome,
	input logic [9:0] actual_outcome_idx,
	input logic write
);
logic [1:0] ptable [1024];
logic [1:0] read_state;
logic [1:0] write_state;
always_comb 
	begin
	write_state = 2'b00;
	read_state = 2'b00;
	predicted_outcome = '0;
	if(read)
		begin
			read_state = ptable[idx];
			predicted_outcome = read_state[1];
		end
	if(write)
			write_state = ptable[actual_outcome_idx];
			if((write_state == 2'b11) && (actual_outcome == 1'b1))
				write_state = 2'b11;
			else if((write_state == 2'b11) && (actual_outcome == 1'b0))
				write_state = 2'b10;
			else if((write_state == 2'b10) && (actual_outcome == 1'b1))
				write_state = 2'b11;
			else if((write_state == 2'b10) && (actual_outcome == 1'b0))
				write_state = 2'b01;
			else if((write_state == 2'b01) && (actual_outcome == 1'b1))
				write_state = 2'b10;
			else if((write_state == 2'b01) && (actual_outcome == 1'b0))
				write_state = 2'b00;
			else if((write_state == 2'b00) && (actual_outcome == 1'b1))
				write_state = 2'b01;
			else if((write_state == 2'b00) && (actual_outcome == 1'b0))
				write_state = 2'b00;		
			end
always_ff @(posedge clk)
begin
	 if (rst)
    begin
        for (int i=0; i<1024; i=i+1) begin
            ptable[i] <= 2'b01;
        end
    end
	 else
		if(write)
			ptable[actual_outcome_idx] <= write_state;
end
endmodule: predictor_table
module tournament_predictor(
	input clk,
	input rst,
	input logic [9:0] idx,  
	input logic read,  
	output logic predicted_outcome,  
	output logic [9:0] predicted_outcome_idx,
	input logic [9:0] actual_outcome_idx,
	input logic actual_outcome,
	input logic write,
	output logic global_predicted_outcome_out,
	output logic local_predicted_outcome_out,
	output logic [9:0] local_predicted_idx_out,
	output logic [9:0] global_predicted_idx_out,
	input logic global_predicted_outcome_in,
	input logic local_predicted_outcome_in,
	input logic [9:0] local_actual_idx_in,
	input logic [9:0] global_actual_idx_in
	);
	logic predicted_choice; 
	logic local_predicted_outcome;
	logic global_predicted_outcome;
	meta_predictor_table meta_predictor_table(
	.clk(clk),
	.rst(rst),
	.idx(idx),  
	.read(read),  
	.predicted_outcome(predicted_choice),
	.global_outcome(global_predicted_outcome_in == actual_outcome),  
	.local_outcome(local_predicted_outcome_in == actual_outcome),   
	.actual_outcome_idx(actual_outcome_idx),
	.write(write)
);
local_predictor local_predictor(
	.clk(clk),
	.rst(rst),
	.idx(idx),  
	.read(read),  
	.predicted_outcome(local_predicted_outcome),  
	.predicted_outcome_idx(local_predicted_idx_out),
	.actual_outcome_idx(local_actual_idx_in),
	.actual_outcome(actual_outcome),
	.write(write)
	);
global_predictor global_predictor(
	.clk(clk),
	.rst(rst),
	.idx(idx),  
	.read(read),  
	.predicted_outcome(global_predicted_outcome),  
	.predicted_outcome_idx(global_predicted_idx_out),
	.actual_outcome_idx(global_actual_idx_in),
	.actual_outcome(actual_outcome),
	.write(write)
	);
always_comb
	begin
		if(predicted_choice == 1'b1)
			predicted_outcome = global_predicted_outcome;
		else
			predicted_outcome = local_predicted_outcome;
	end
assign global_predicted_outcome_out = global_predicted_outcome;
assign local_predicted_outcome_out = local_predicted_outcome;
assign predicted_outcome_idx = idx;
	endmodule: tournament_predictor
==> flow/run.sh <==
#!/bin/bash
# OpenROAD 26Q1-2900-gdf79404cd8, Yosys 0.63+post, stock flow scripts
make -C /OpenROAD-flow-scripts/flow DESIGN_CONFIG=/design/flow/config.mk WORK_HOME=/design/flow/orfs finish
==> flow/config.mk <==
export PLATFORM = sky130hd
export DESIGN_NAME = tournament_predictor
export DESIGN_NICKNAME = tournament_predictor
export VERILOG_FILES = /design/flow/design.v
export SDC_FILE = /design/flow/constraint.sdc
export NUM_CORES = 4
export LEC_CHECK = 1
export CORE_UTILIZATION = 50
export SYNTH_MEMORY_MAX_BITS = 65536
==> flow/constraint.sdc <==
current_design tournament_predictor

set clk_period 69.5
set clk_io_pct 0.2

create_clock -name clk0 -period $clk_period [get_ports {clk}]

set non_clock_inputs [all_inputs -no_clocks]
set_input_delay [expr $clk_period * $clk_io_pct] -clock clk0 $non_clock_inputs
set_output_delay [expr $clk_period * $clk_io_pct] -clock clk0 [all_outputs]
==> impl_metrics.py <==
# Physical implementation metrics
metrics = {
    "synthesis": {
        "ys_cells": 25300,
        "ys_chip_area_mm2": 0.332,
        "synth.avg_cell_area_um2": 13.1,
        "edf_count": 6144,
        "ff_type": "edfxtp_1",
        "yosysUniqueCellTypes": 81,
        "syn_inst": 25300,
        "synth_warnings": 4,
        "synth_flops": 6154,
        "postSynthSeqShare_pct": 55.7,
        "syn_area_mm2": 0.332,
        "synthArstFlopShare_pct": 0,
    },
    "setup_path": {
        "cp_slowest_cell": "buf_4",
        "cp.arrival_ns": 21.35,
        "critical_path_class": "in2out",
        "cpLargestDelayFamily": "buffers and inverters",
        "worstPathCellList": "buf_8, buf_4, buf_4, buf_4, buf_4, buf_4, mux4_2, mux4_2, a22o_1, o21ai_0, o21ai_0, a21oi_1, o221ai_1, buf_4, mux2_2, clkdlybuf4s50_1",
        "worstPathRequired_ns": 55.60,
        "crit_top_cell": "buf_4",
        "cp-end-kind": "primary output",
        "start_kind": "primary input",
        "critPathBufInv": 8,
        "crit_path_max_fanout": 43,
        "rrSetupSlack_ns": 61.08,
        "critPathMaxStageDelay_ns": 0.71,
    },
    "route": {
        "wirelength_um": 1390000,
        "wire_per_inst_um": 42.5,
        "drtAntennaViolNets": 0,
        "route.detailed.drc": 0,
        "drt_first_pass_iters": 8,
        "via_count": 249000,
        "drt_iter0_markers": 23800,
        "viasPerCell": 7.62,
    },
    "min_path": {
        "hold_path_class": "reg2reg",
    },
    "global_route": {
        "grt_pass1_vias": 252000,
        "antenna_found_initial": 119,
        "grt_max_degree": 149,
        "gr-usage-all-layers_pct": 45.4,
        "grt_overflow": 0,
        "grt_pass1_wl_um": 1940000,
    },
    "clocking": {
        "h-tree-depth": 6,
        "postCtsSetupBuffers": 0,
        "cts_buffer_depth": 4,
        "cts_root_buf": "clkbuf_16",
        "cts.sinks": 6154,
        "ctsHoldBuffers": 0,
        "cts_tree": "built",
        "clkSlewWorstSetupHoldPaths_ns": 0.06,
        "cts_inserted_buffers": 674,
        "cts_resized": 0,
        "clk_latency_ns": 1.20,
    },
    "sta": {
        "finalCritPeriodShare_pct": 50.7,
        "final.setup.tns_ns": 0,
        "min_period_ns": 35.25,
        "rsz0062_at_grt": "no",
        "final-setup-viol-count": 0,
        "finalHoldViolCount": 0,
        "drv_slew": 14,
        "fmax_ghz": 0.0284,
        "worst_slew_pin_slew_ns": 1.55,
        "maxSlewHeadroom_pct": -4.18,
        "fin_skew_ns": 0.0802,
    },
    "final_layout": {
        "final_layout_top_logic_cells": "edfxtp_1 (6144), nand3_1 (2127), nor3_1 (2043)",
        "fill_cells": 52700,
        "regArea_mm2": 0.185,
        "logic_area_mm2": 0.132,
        "drive_above_1_share_pct": 19.6,
        "reg_top3": "global_predictor.predictor_table.ptable: 2048 flops, local_predictor.predictor_table.ptable: 2048 flops, meta_predictor_table.ptable: 2048 flops",
        "syn2layout_area_growth_pct": 8.46,
        "mostFrequentLayoutCell": "edfxtp_1",
    },
    "status": {
        "outcome": "finished, violations left",
        "violations": "max-capacitance violations, max-slew violations",
    },
    "pwr": {
        "pwr-share-seq_pct": 47.6,
        "peakVddDrop_v": 0.0000212,
        "internal_power_w": 0.00648,
        "power.total_w": 0.00891,
        "pwr_density_cell_mw_per_mm2": 24.8,
        "leakagePower_nw": 110,
        "combPwrFrac_pct": 12.7,
        "clkPwrFrac_pct": 39.7,
        "switching_share_pct": 27.3,
        "switchingPower_w": 0.00243,
    },
    "floorplanning": {
        "std_cell_rows": 298,
        "die_w_um": 816,
        "coreArea_mm2": 0.660,
        "num_io_pins": 80,
        "die_y_um": 816,
        "fp-utilization_pct": 50.3,
        "chipArea_mm2": 0.666,
    },
    "place": {
        "port_buffers": 79,
        "dp_hpwl_um": 820000,
        "gp_congestion": 1.02,
    },
    "run": {
        "cap_viol_max_count": 2,
        "tool_warnings": 106,
    },
}
## through the flow
step	hold WS [ns]	setup slack [ns]	cells	instance area, um^2	util [%]
floorplan	0.482	38.25	25300	332000	-
global placement	0.500	34.23	31200	338000	51.2
detailed placement	0.508	34.23	31200	338000	51.2
CTS	0.524	34.23	32500	359000	54.4
global route	0.542	33.84	32500	359000	54.5
finish	0.519	34.25	32600	360000	54.5
## cell usage after synthesis, drive strengths merged (6+ instances only)
library cell / instances / area share [%]
o221ai: 7 / 0.018
nand4bb: 6 / 0.020
a31oi: 50 / 0.094
a311oi: 10 / 0.026
nand4: 85 / 0.16
o211ai: 122 / 0.28
nand3: 2127 / 3.2
buf: 1274 / 2.0
nor2b: 24 / 0.045
a211oi: 16 / 0.036
a21o: 1137 / 2.6
xnor2: 11 / 0.031
mux2: 19 / 0.065
clkbuf: 2796 / 3.2
or2: 125 / 0.24
a2111oi: 7 / 0.018
and2: 24 / 0.045
a22o: 52 / 0.14
o22a: 12 / 0.032
a221oi: 46 / 0.12
o2111ai: 949 / 2.5
or3: 13 / 0.025
a21oi: 122 / 0.18
nand2b: 23 / 0.043
a22oi: 426 / 0.96
nor2: 462 / 0.52
nor3: 2051 / 3.1
o22ai: 461 / 0.87
mux2i: 1009 / 3.0
nand4b: 6 / 0.016
or4: 7 / 0.016
nand2: 516 / 0.58
o21bai: 1824 / 4.1
mux4: 1957 / 13
a32oi: 6 / 0.016
nor3b: 10 / 0.024
edfxtp: 6144 / 56
o21ai: 74 / 0.11
o311ai: 7 / 0.018
and3b: 7 / 0.018
dfxtp: 10 / 0.060
nor4: 1179 / 2.2
and3: 21 / 0.040
inv: 23 / 0.026
## path summary, 6_finish.rpt
kind,start,end,cells past startpoint
setup / recovery,idx[0],predicted_outcome,16
hold / removal,global_predictor.global_shift_reg[9]$_SDFFE_PP0P_,global_predictor.global_shift_reg[9]$_SDFFE_PP0P_,2
setup reg to reg,local_predictor.predictor_table.ptable[964][1]$_SDFFCE_PN0P_,local_predictor.predictor_table.ptable[226][1]$_SDFFCE_PN0P_,15
hold reg to reg,global_predictor.global_shift_reg[9]$_SDFFE_PP0P_,global_predictor.global_shift_reg[9]$_SDFFE_PP0P_,2
## layer usage
metal / vias up / global-route usage, % / wire length (um)
met5: - / 10.3 / 6830
li1: 98600 / - / -
met2: 21300 / 57.2 / 580000
met1: 124000 / 53.6 / 416000
met4: 220 / 26.1 / 103000
met3: 4866 / 38.0 / 280000
## tightest hold or removal path, stage by stage (launching register included)
cell,delay (ns)
dfxtp_1,0.34
mux2i_1,0.07
nor2_1,0.07
## layout make-up
class,count,area share [%]
diodes,177,0.123
clock buffers,879,5.01
clock inverters,350,0.855
inverters,24,0.0324
multi-input cells,15100,36.7
flip-flops and latches,6154,51.4
well taps,8700,3.03
repair buffers,1285,2.86
## power groups by stage
| stage | clock (W) | combinational (W) | sequential [W] |
|---|---|---|---|
| 4_1_cts | 0.00355 | 0.00109 | 0.00424 |
| 5_1_grt | 0.00368 | 0.00116 | 0.00425 |
| 6_report | 0.00354 | 0.00113 | 0.00424 |
## cells by family (layout without fill, tap and decap cells)
family	count (synthesis)	in the layout	synth area share, %
AOI/OAI and AO/OA	5370	5370	12.3
muxes	2985	2985	16.4
and+or+nand+nor	6703	6703	10.4
other	0	177	0
buffers and inverters	4094	2538	5.22
DFF	6154	6154	55.7
adders and majority gates	1	1	0.00302
xor gates and xnor gates	11	11	0.0313
Power and IR drop assume default switching activity.
