## run.sh

```bash
#!/bin/bash
# OpenROAD 26Q1-2900-gdf79404cd8, Yosys 0.63+post, stock flow scripts
make -C /OpenROAD-flow-scripts/flow DESIGN_CONFIG=/design/flow/config.mk WORK_HOME=/design/flow/orfs finish
```

## config.mk

```make
export PLATFORM = sky130hd
export DESIGN_NAME = regfile
export DESIGN_NICKNAME = regfile
export VERILOG_FILES = /design/flow/design.v
export SDC_FILE = /design/flow/constraint.sdc
export NUM_CORES = 4
export LEC_CHECK = 1
export CORE_UTILIZATION = 30
```

## constraint.sdc

```tcl
current_design regfile

set clk_period 26.2
set clk_io_pct 0.2

create_clock -name clk0 -period $clk_period [get_ports {clk}]

set non_clock_inputs [all_inputs -no_clocks]
set_input_delay [expr $clk_period * $clk_io_pct] -clock clk0 $non_clock_inputs
set_output_delay [expr $clk_period * $clk_io_pct] -clock clk0 [all_outputs]
```

## design.v

```verilog
package pcmux;
typedef enum bit [1:0] {
    pc_plus4  = 2'b00
    ,alu_out  = 2'b01
    ,ex_mem_pc_plus4 = 2'b10
	 ,fetch_offset = 2'b11
} pcmux_sel_t;
endpackage
package marmux;
typedef enum bit {
    pc_out = 1'b0
    ,alu_out = 1'b1
} marmux_sel_t;
endpackage
package cmpmux;
typedef enum bit [3:0] {
    rs2_out = 4'b0000
    ,i_imm = 4'b0001
	 ,ex_mem_u_imm_2 = 4'b0010
	 ,ex_mem_br_en_2 = 4'b0011
	 ,ex_mem_pc_plus_4_2 = 4'b0100
	 ,ex_mem_alu_out_2 = 4'b0101
	 ,mem_wb_u_imm_2 = 4'b0110
	 ,mem_wb_br_en_2 = 4'b0111
	 ,mem_wb_pc_plus_4_2 = 4'b1000
	 ,mem_wb_alu_out_2 = 4'b1001
	 ,mem_wb_read_data_2 = 4'b1010 
} cmpmux2_sel_t;
typedef enum bit [3:0] {
    rs1_out = 4'b0001
	 ,ex_mem_u_imm_1 = 4'b0010
	 ,ex_mem_br_en_1 = 4'b0011
	 ,ex_mem_pc_plus_4_1 = 4'b0100
	 ,ex_mem_alu_out_1 = 4'b0101
	 ,mem_wb_u_imm_1 = 4'b0110
	 ,mem_wb_br_en_1 = 4'b0111
	 ,mem_wb_pc_plus_4_1 = 4'b1000
	 ,mem_wb_alu_out_1 = 4'b1001
	 ,mem_wb_read_data_1 = 4'b1010 
} cmpmux1_sel_t;
endpackage
package alumux;
typedef enum bit [3:0]{
    rs1_out = 4'b0000
    ,pc_out = 4'b0001
	 ,ex_mem_u_imm_1 = 4'b0010
	 ,ex_mem_br_en_1 = 4'b0011
	 ,ex_mem_pc_plus_4_1 = 4'b0100
	 ,ex_mem_alu_out_1 = 4'b0101
	 ,mem_wb_u_imm_1 = 4'b0110
	 ,mem_wb_br_en_1 = 4'b0111
	 ,mem_wb_pc_plus_4_1 = 4'b1000
	 ,mem_wb_alu_out_1 = 4'b1001
	 ,mem_wb_read_data_1 = 4'b1010 
} alumux1_sel_t;
typedef enum bit [3:0] {
    i_imm    = 4'b0000
    ,u_imm   = 4'b0001
    ,b_imm   = 4'b0010
    ,s_imm   = 4'b0011
    ,j_imm   = 4'b0100
    ,rs2_out = 4'b0101
	 ,ex_mem_u_imm_2 = 4'b0110
	 ,ex_mem_br_en_2 = 4'b0111
	 ,ex_mem_pc_plus_4_2 = 4'b1000
	 ,ex_mem_alu_out_2 = 4'b1001
	 ,mem_wb_u_imm_2 = 4'b1010
	 ,mem_wb_br_en_2 = 4'b1011
	 ,mem_wb_pc_plus_4_2 = 4'b1100
	 ,mem_wb_alu_out_2 = 4'b1101
	 ,mem_wb_read_data_2 = 4'b1110 
} alumux2_sel_t;
endpackage
package regfilemux;
typedef enum bit [3:0] {
    alu_out   = 4'b0000
    ,br_en    = 4'b0001
    ,u_imm    = 4'b0010
    ,lw       = 4'b0011
    ,pc_plus4 = 4'b0100
    ,lb        = 4'b0101
    ,lbu       = 4'b0110   
    ,lh        = 4'b0111
    ,lhu       = 4'b1000   
} regfilemux_sel_t;
endpackage
package decodemux;
typedef enum bit [2:0] {
	mem_wb_u_imm = 3'b000
	,mem_wb_br_en = 3'b001
	,mem_wb_pc_plus_4 = 3'b010
	,mem_wb_alu_out = 3'b011
	,mem_wb_read_data = 3'b100
	,register_data = 3'b101
} decodemux_sel_t;
endpackage
package memmux;
typedef enum bit [2:0] {
	mem_wb_u_imm_2 = 3'b000
	,mem_wb_br_en_2 = 3'b001
	,mem_wb_pc_plus_4_2 = 3'b010
	,mem_wb_alu_out_2 = 3'b011
	,mem_wb_read_data_2 = 3'b100
	,ex_mem_rs2_data = 3'b101
}memmux2_sel_t;
typedef enum bit [3:0] {
	mem_wb_u_imm_1 = 4'b0000
	,mem_wb_br_en_1 = 4'b0001
	,mem_wb_pc_plus_4_1 = 4'b0010
	,mem_wb_alu_out_1 = 4'b0011
	,mem_wb_read_data_1 = 4'b0100
	,id_ex_rs2_data = 4'b0101
	,ex_mem_u_imm_1 = 4'b0110
	,ex_mem_br_en_1 = 4'b0111
	,ex_mem_pc_plus_4_1 = 4'b1000
	,ex_mem_alu_out_1 = 4'b1001
}memmux1_sel_t;
endpackage
interface rvfi_itf(input clk, input rst);
    logic halt;
    logic commit;
    logic [63:0] order;
    logic [31:0] inst;
    logic trap;
    logic [4:0] rs1_addr;
    logic [4:0] rs2_addr;
    logic [31:0] rs1_rdata;
    logic [31:0] rs2_rdata;
    logic load_regfile;
    logic [4:0] rd_addr;
    logic [31:0] rd_wdata;
    logic [31:0] pc_rdata;
    logic [31:0] pc_wdata;
    logic [31:0] mem_addr;
    logic [3:0] mem_rmask;
    logic [3:0] mem_wmask;
    logic [31:0] mem_rdata;
    logic [31:0] mem_wdata;
    logic [15:0] errcode;
endinterface
module regfile
(
    input clk,
    input rst,
    input load,
    input [31:0] in,
    input [4:0] src_a, src_b, dest,
    output logic [31:0] reg_a, reg_b
);
logic [31:0] data [32];
always_ff @(posedge clk)
begin
    if (rst)
    begin
        for (int i=0; i<32; i=i+1) begin
            data[i] <= '0;
        end
    end
    else if (load && dest)
    begin
        data[dest] <= in;
    end
end
always_comb
begin
    reg_a = src_a ? data[src_a] : 0;
    reg_b = src_b ? data[src_b] : 0;
end
endmodule : regfile
```

==> impl_metrics.tcl <==
# place-and-route summary
set metrics [dict create \
    power.total_w 0.00393 \
    ys.flops 1024 \
    fmax_mhz 66.5 \
    grt_overflow 0 \
    ys_cells 3502 \
    numPortBuffers 113 \
    cap_violations 0 \
    ys_area_um2 54200 \
    fill_cells 16680 \
    viasPerCell 5.49 \
    cts_buffer_depth 3 \
    warnings 26 \
    synthTopLogicFamily "multiplexers" \
    synthAdderAreaFrac 0 \
    yosys.stat.seqShare 0.567 \
    largest_register_ffs 1024 \
    grt_max_degree 58 \
    largest_register "data" \
    mux_share 0.230 \
    syn_inst 3502 \
    startpoint_type "input pin" \
    ir_worst_vdd_mv 0.0506 \
    grt_setup_unrepaired "false" \
    grt_pass1_wl_um 267000 \
    root_buffer "clkbuf_16" \
    area_growth_pct 13.8 \
    min_path_type "input pin to flop" \
    maxSlewViolCount 0 \
    finalHoldViolations 0 \
    reg_top3 "data (1024)" \
    simple_gate_area_frac 0.133 \
    xor_share 0 \
    maxSlewHeadroom 0.310 \
    fin_area_um2 61700 \
    design.core.area_um2 179000 \
    synthFlopType "edfxtp_1" \
    fp_util 0.303 \
    cts_setup_buffers 0 \
    finalWorstPathRequiredPeriod_ps 15030 \
    grt.total_usage 0.224 \
    synth_warnings 1 \
    grt_pass1_vias 36271 \
    cp_data_required_time_ps 20960 \
    place_congestion 0.911 \
    dieArea_um2 182000 \
    path_clk_slew_ps 60 \
    whs_path_depth 1 \
    hold_buffers 0 \
    io_pins 114 \
    wl_per_cell_um 31.7 \
    htreeDepth 3 \
    drtPass1Iterations 5 \
    p_leak_nw 20.7 \
    synth_area_per_cell_um2 15.5 \
    drc 0 \
    cts_made_buffers 104 \
    dpl.hpwl_um 112000 \
    drt_iter0_markers 2002 \
    place_area_um2 58300 \
    finalCritPeriodShare 0.574 \
    ys_types 42 \
    cp.arrival_ps 9790 \
    finalSetupViolCount 0 \
    drive_gt1_frac 0.254 \
    ctsResizeCount 0 \
    wl_um 190000 \
    outcome "complete, no violations" \
    critPathMaxFanout 25 \
    ys_sh_aoi 0.0365 \
    vias 32947 \
    final_cell_mix "edfxtp_1 (1024), and2_1 (994), mux4_2 (472)" \
    cts.sinks 1024 \
    path_class "input pin to output port" \
    cts_tree "built" \
    die_w_um 427 \
    drtAntennaViolNets 0 \
    netlist_area_um2 54200 \
    rows 155 \
    power_density_nw_per_um2 63.8 \
    dieHeight_um 427 \
    setup_tns_ps 0 \
    end_kind "output port" \
    final_common_cell "edfxtp_1" \
    antenna_found_initial 13 \
    edf_count 1024 \
    tightestPinTransition_ps 1010 \
    async_flop_share 0 \
]
-- logic make-up (layout without fill, tap and decap cells) --
logic type | count (synthesis) | count (layout)
and+or+nand+nor | 1177 | 1177
DFF | 1024 | 1024
muxes | 652 | 652
buffers and inverters | 389 | 492
AOI/OAI and AO/OA | 259 | 259
other | 1 | 38
-- stage by stage --
stage	util	setup slack (ps)	hold slack (ps)	std cells
after detailed placement	0.326	11290	5800	5801
after global placement	0.326	11250	5810	5801
final	0.345	11170	5090	5997
after floorplan	-	14120	5440	3533
after CTS	0.345	11280	5040	5991
after global routing	0.345	11140	5070	5994
-- worst paths after layout --
| kind | start | endpoint | slack [ps] |
|---|---|---|---|
| worst max-delay path | src_b[1] | reg_b[15] | 11170 |
| worst min-delay path | rst | data[0][27]$_SDFFCE_PN0P_ | 5090 |
-- per-layer routing --
layer  GRT usage  vias up  share of wire
met3       0.173      480           0.18
met4      0.0938       12          0.056
met5      0.0183        -         0.0018
met1       0.237    16294           0.31
li1            -    13671              -
met2       0.331     2490           0.46
-- synth_stat cells (12+ instances only) --
library cell	n	area share
buf_4	32	0.0044
o22ai_1	103	0.012
nor2_1	36	0.0025
nor3_1	54	0.0050
a2111oi_1	41	0.0076
a21oi_1	12	0.0011
mux4_2	472	0.20
edfxtp_1	1024	0.57
mux2_2	30	0.0062
and2_1	995	0.11
a22oi_1	16	0.0022
a2111oi_0	14	0.0023
or2_2	33	0.0038
nor2b_1	14	0.0016
mux2i_1	150	0.028
clkbuf_1	272	0.019
a22o_1	51	0.0082
buf_6	22	0.0046
buf_1	19	0.0013
buf_2	42	0.0039
-- power by group --
part	total, W	switching (W)	internal [W]
combinational	0.000490	0.000273	0.000217
sequential	0.00194	0.0000448	0.00189
clock	0.00151	0.000649	0.000858
-- cell type report --
class	count	area (µm²)	area share
clock buffer	121	2690	0.0436
timing repair buffer	300	2540	0.0411
inverter	2	7.51	0.000122
sequential	1024	30700	0.498
clock inverter	69	674	0.0109
multi-input combinational	2120	22100	0.358
tap	2355	2950	0.0478
antenna	6	15.0	0.000243
-- worst max-delay path: stages --
cell and delay, ps:
buf_6 280, buf_4 510, buf_4 540, or3_2 650, buf_4 560, o22ai_1 170
a2111oi_1 890, buf_4 240, nor3_1 70, clkdlybuf4s50_1 520
Power figures rest on the tool's default switching activity, not on a simulated workload.
